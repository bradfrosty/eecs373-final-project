## ./design.v

```verilog
module N64_Driver(
input PCLK,  
input PRESERN,  
input PSEL,  
input PENABLE,  
output wire PREADY,  
output wire PSLVERR,  
input PWRITE,  
input [31:0] PADDR,  
input wire [31:0] PWDATA,  
output reg [31:0] PRDATA,  
inout wire N64_data,
output reg FABINT,
output reg test
);
assign PREADY = 1'b1;
assign PSLVERR = 1'b0;
reg [31:0] dataReg = 0;
reg [8:0] commandReg = 0;
reg N64_enable = 0;
reg N64_reg = 0;
reg [31:0] N64_reg_out = 0;
reg [31:0] bits_recieved = 0;
reg [31:0] bits_sent = 0;
reg sending_data = 0;
reg recieving_data = 0;
reg recieve_counter_reset = 0;
reg [31:0] recieve_counter = 0;
wire WRITE_EN;
assign WRITE_EN = (PENABLE && PWRITE && PSEL);
reg [31:0] interupt_period = 10000000;
reg [31:0] interupt_timer = 0;
reg interupt_timer_reset = 0;
always@(posedge PCLK) begin
if (WRITE_EN && (PADDR[3:2] == 2'b01))
	N64_enable <= PWDATA[0];
end
reg FABINT_reg = 0;
always@(posedge PCLK) begin
if (~PRESERN) begin
	FABINT <= 1'b0;
	interupt_timer_reset <= 1'b0;
	interupt_timer <= 1'b0;
	interupt_period <= 10000000;
end
else if (interupt_timer_reset) begin
	interupt_timer <= 0;
	interupt_timer_reset <= 0;
end
else if (N64_enable) begin
	if (interupt_timer == interupt_period) begin 
		interupt_timer_reset <= 1;
		FABINT <= 1'b1;
		test <= 1'b1;
	end
	else begin
		FABINT <= 1'b0;
		test <= 1'b0;
		interupt_timer <= interupt_timer + 1;
	end
end
end
always@(posedge PCLK) begin
if(recieve_counter_reset)
	recieve_counter <= 0;
else if (recieving_data)
	recieve_counter <= recieve_counter + 1;
end
reg send_counter_reset = 0;
reg [31:0] send_counter = 0;
always@(posedge PCLK) begin
if(send_counter_reset)
	send_counter <= 0;
else if (sending_data)
	send_counter <= send_counter + 1;
end
reg [2:0] syncer = 3'b111;
always@(posedge PCLK) begin
if(N64_data) begin
    syncer[0] <= 1'b1;
    syncer[1] <= 1'b1;
    syncer[2] <= 1'b1;
end
else begin
    syncer[0] <= 1'b0;
    syncer[1] <= syncer[0];
    syncer[2] <= syncer[1];
end
end
always@(posedge PCLK) begin
if (~PRESERN) begin
	recieving_data <= 0;
	bits_recieved <= 0;
end
else begin
	if (syncer[1] == 1'b0 && syncer[2] == 1'b1 && ~sending_data) begin
		recieve_counter_reset <= 1;
		if (~recieving_data) begin
			recieving_data <= 1;
			bits_recieved <= 0;
		end
	end
	else
		recieve_counter_reset <= 0;
	if (bits_recieved >= 32 && recieving_data) begin
		PRDATA <= N64_reg_out;
		recieving_data <= 0;
		bits_recieved <= 0;
	end
end
if (recieving_data) begin
	if (recieve_counter == 200)
		N64_reg_out <= (N64_reg_out << 1);
	else if (recieve_counter == 201) begin
		if (bits_recieved != 33)
			N64_reg_out[0] <= N64_data;
		bits_recieved <= bits_recieved + 1;
	end
end
if (~PRESERN)
	sending_data <= 0;
else begin
	if (WRITE_EN && PADDR[3:2] == 2'b00)
		commandReg <= PWDATA[8:0];
	if (WRITE_EN && ~sending_data) begin
		sending_data <= 1;
		recieving_data <= 0;
		bits_recieved <= 0;
		send_counter_reset <= 1;
		bits_sent <= 0;
		PRDATA <= N64_reg_out;
	end
	if (sending_data) begin
		if (send_counter < 100)
			N64_reg <= 0;
		else if (send_counter >= 100 && send_counter < 300) begin
			if (commandReg[8-bits_sent])
				N64_reg <= 1;
			else
				N64_reg <= 0;
		end
		else 
			N64_reg <= 1;
		if (send_counter == 300) begin
			if (bits_sent == 8) begin
				sending_data <= 0;
				recieving_data <= 1;
			end
			bits_sent <= bits_sent + 1;
		end
		if (send_counter == 400)
			send_counter_reset <= 1;
		else
			send_counter_reset <= 0;
	end
end
end
assign N64_data = (N64_reg) ? 1'bz : 1'b0;
endmodule
```

## ./config.mk

```make
export PLATFORM = sky130hd
export DESIGN_NAME = N64_Driver
export DESIGN_NICKNAME = N64_Driver
export VERILOG_FILES = /design/flow/design.v
export SDC_FILE = /design/flow/constraint.sdc
export NUM_CORES = 4
export LEC_CHECK = 1
export CORE_UTILIZATION = 40
```

## ./run.sh

```bash
#!/bin/bash
# OpenROAD 26Q1-2900-gdf79404cd8, Yosys 0.63+post, stock flow scripts
make -C /OpenROAD-flow-scripts/flow DESIGN_CONFIG=/design/flow/config.mk WORK_HOME=/design/flow/orfs finish
```

## ./constraint.sdc

```tcl
current_design N64_Driver

set clk_period 6.0
set clk_io_pct 0.2

create_clock -name clk0 -period $clk_period [get_ports {PCLK}]

set non_clock_inputs [all_inputs -no_clocks]
set_input_delay [expr $clk_period * $clk_io_pct] -clock clk0 $non_clock_inputs
set_output_delay [expr $clk_period * $clk_io_pct] -clock clk0 [all_outputs]
```

==> results.toml <==
# flow metrics
[cts]
clkLatencyLatePin_ns = 0.51
cts_tree = "built"
cts_buffers = 23
clock-root-buffer = "clkbuf_16"
cts.sinks = 203
postCtsSetupRepairBufs = 0
cts.clk_slew.worst_paths_ns = 0.06
hold_buffers = 0
cts_htree_levels = 1
clock_path_buffers = 3
postCtsResizedCells = 0

[hold_path]
hold_class = "flip-flop to flip-flop"

[logic_synthesis]
synthCells = 1033
synth-main-ff-cell = "dfxtp_1"
edf_count = 36
syn_area_per_cell_sq_um = 9.01
async_flop_share = 0
syn_area_sq_um = 9300
top_area_frac = 0.359
yosysCellCount = 1033
yosys_warnings = 2
synthDistinctLibCells = 50
ys_seq_elements = 203
synth_seq_share = 0.476
area_leaders = "dfxtp_1 (36%), edfxtp_1 (12%), xor2_1 (8.0%)"
post-synth-top-area-cell = "dfxtp_1"
synth_chip_area_sq_um = 9300

[worst_setup_path]
critPathRequiredTime_ns = 6.35
slowest_delay_ns = 0.86
endpoint_kind = "flip-flop"
crit_chain = "inv_1 -> ha_1 -> nor4b_1 -> nand4_1 -> or4_1 -> o21a_1 -> a211oi_1 -> a211oi_1"
setup.worst_path.class = "flip-flop to flip-flop"
crit_arrival_ns = 3.39
worstSetupStartpointType = "flip-flop"
cp_slowest_cell = "or4_1"
path_max_fanout = 16
crit_top_cell = "a211oi_1"
r2r_slack_ns = 2.96

[route]
drt_iter0_drc = 396
dr.pass1.iters = 5
wl_per_cell_microns = 13.4
n_antenna_cell = 0
num_vias = 7189
drt-total-wl_mm = 18.5
drcViolationCount = 0
viasPerCell = 5.22
ant_nets = 0

[global_route]
grt_pass1_wl_mm = 32.5
grt_overflow = 0
antenna_found_initial = 0
grt_usage = 0.168
grt_max_degree = 33
grt_pass1_vias = 6762

[finish]
num-fill-cells = 2087
area_growth_pct = 15.5
drive_above_1_share = 0.0540
final_util = 0.473
design_area_sq_um = 10700

[sta]
slew_violations = 0
clock.fmax_mhz = 329
period_needed_ns = 3.04
worst_pin_slew_ns = 0.923
hold_violations = 0
fin_hold_ws_ns = 0.325
clock_skew_ns = 0.0106
grt_setup_unrepaired = "false"
relSlewSlack = 0.379
period_used_share = 0.507
setup-tns-final_ns = 0
setup_viol = 0

[die]
rows = 55
io_pins = 106
core_area_sq_um = 22700
fp-utilization = 0.410
die_h_microns = 155
die_w_microns = 155
chipArea_sq_um = 23900

[pwr]
power.density_nw_per_um2 = 269
p_leak_uw = 0.00372
total_power_uw = 2890
peakVddDrop_v = 0.000199

[placement]
gp_congestion = 0.874
placed_cell_area_sq_um = 10000
dp_hpwl_mm = 11.8
port_buffers = 41

[job]
tool_warnings = 93
maxCapViolCount = 0

[outcome]
outcome = "finished clean"
-- critical path: cells and delay by family (launching register included) --
kind                       cells  cell delay (ns)
and+or+nand+nor                3             1.30
AOI/OAI and AO/OA              3             0.83
DFF                            1             0.44
adders and majority gates      1             0.23
buffers and inverters          1             0.07
-- cell type report --
cell class | count | area (sq um) | share of cell area
multi-input cells | 768 | 4630 | 0.431
well taps | 285 | 357 | 0.0332
inverters | 29 | 109 | 0.0101
repair buffers | 51 | 480 | 0.0447
clock inverters | 10 | 82.6 | 0.00768
flip-flops and latches | 203 | 4420 | 0.412
clock buffers | 32 | 659 | 0.0614
-- report_power, final --
| group | switching (uW) | total [uW] | leakage [uW] | internal [uW] |
|---|---|---|---|---|
| Clock | 555 | 1370 | 0.000364 | 811 |
| Combinational | 53.7 | 86.9 | 0.00165 | 33.2 |
| Sequential | 26.3 | 1440 | 0.00170 | 1410 |
-- final timing paths --
path	from	cells past startpoint	to
hold reg to reg	syncer[0]$_DFF_P_	0	syncer[1]$_DFF_P_
setup / recovery	recieve_counter[0]$_SDFFE_PP0P_	8	bits_recieved[14]$_DFF_P_
hold / removal	syncer[0]$_DFF_P_	0	syncer[1]$_DFF_P_
setup reg to reg	recieve_counter[0]$_SDFFE_PP0P_	8	bits_recieved[14]$_DFF_P_
-- per-layer routing --
| layer | track usage | wire [microns] |
|---|---|---|
| met1 | 0.276 | 9470 |
| met4 | 0.0245 | 267 |
| met3 | 0.0325 | 978 |
| met2 | 0.242 | 7770 |
| met5 | 0 | 0 |
-- cell usage after synthesis (27+ instances only) --
cell and number:
xnor2_1 36, nor2b_1 34, and3_1 27, nor4_1 38, edfxtp_1 36, nand3_1 57
dfxtp_1 167, nand2_1 74, nor2_1 149, nor3_1 27, nand4_1 60, xor2_1 85
inv_1 29
-- per-stage QoR --
| stage | instances | setup slack [ns] |
|---|---|---|
| floorplan | 1035 | 3.42 |
| finish | 1378 | 2.96 |
| global route | 1378 | 2.72 |
| CTS | 1378 | 2.95 |
| global placement | 1336 | 2.50 |
| detailed placement | 1336 | 2.51 |
-- cell usage in the layout, fill, tap and decap left out, types with 5 or more instances in the layout --
master,count
buf_4,10
clkbuf_8,5
a31oi_1,9
inv_1,29
a21oi_1,25
and4_1,15
o21ai_0,26
nand3_1,57
dfxtp_1,167
ha_1,11
nor4b_1,10
nor3_1,27
clkbuf_16,23
nand2_1,74
or4_1,6
nand4_1,60
edfxtp_1,36
and3_1,27
or3_1,16
xnor2_1,36
nor2b_1,34
nor3b_1,5
and2_1,9
nor4_1,37
xor2_1,85
nor2_1,148
clkdlybuf4s50_1,40
-- cells by family after synthesis --
family	share of synthesized area
AOI/OAI and AO/OA	0.0539
xor gates and xnor gates	0.114
adders and majority gates	0.0148
buffers and inverters	0.0285
DFF	0.476
muxes	0.00323
other	0.000807
and+or+nand+nor	0.309
Power figures rest on the tool's default switching activity, not on a simulated workload.
