[flow/run.sh]
#!/bin/bash
# OpenROAD 26Q1-2900-gdf79404cd8, Yosys 0.63+post, stock flow scripts
make -C /OpenROAD-flow-scripts/flow DESIGN_CONFIG=/design/flow/config.mk WORK_HOME=/design/flow/orfs finish
[flow/config.mk]
export PLATFORM = sky130hd
export DESIGN_NAME = motor_driver_wrapper
export DESIGN_NICKNAME = motor_driver_wrapper
export VERILOG_FILES = /design/flow/design.v
export SDC_FILE = /design/flow/constraint.sdc
export NUM_CORES = 4
export LEC_CHECK = 1
export CORE_UTILIZATION = 50
[flow/constraint.sdc]
current_design motor_driver_wrapper

set clk_period 7.1
set clk_io_pct 0.2

create_clock -name clk0 -period $clk_period [get_ports {PCLK}]

set non_clock_inputs [all_inputs -no_clocks]
set_input_delay [expr $clk_period * $clk_io_pct] -clock clk0 $non_clock_inputs
set_output_delay [expr $clk_period * $clk_io_pct] -clock clk0 [all_outputs]
[flow/design.v]
module motor_driver_wrapper (  
input PCLK,  
input PRESERN,  
input PSEL,  
input PENABLE,  
output wire PREADY,  
output wire PSLVERR,  
input PWRITE,  
input [31:0] PADDR,  
input wire [31:0] PWDATA,  
output reg [31:0] PRDATA,  
output wire [3:0] pulseX,
output wire [3:0] pulseY,
output reg [3:0] LED,
output wire [1:0] motionstateY
);
reg [1:0] DIRX;
reg [1:0] DIRY;
assign PREADY = 1;
assign PSLVERR = 0;
wire WRITE_EN;
assign WRITE_EN = (PSEL && PENABLE && PWRITE);
always@(posedge PCLK) begin
if(~PRESERN) begin
	DIRX = 2'b11;
	DIRY = 2'b11;
end
if (WRITE_EN && PADDR[3:2] == 2'b00) begin
	DIRX = PWDATA[1:0];
	if (PWDATA[1:0] == 2'b01)
		LED[1:0] = 2'b10;
	else if (PWDATA[1:0] == 2'b10)
		LED[1:0] = 2'b01;
	else if (PWDATA[1:0] == 2'b11)
		LED[1:0] = 2'b11;
	else
		LED[1:0] = 2'b00;
end
if (WRITE_EN && PADDR[3:2] == 2'b01) begin
	DIRY = PWDATA[1:0];
	if (PWDATA[1:0] == 2'b01)
		LED[3:2] = 2'b10;
	else if (PWDATA[1:0] == 2'b10)
		LED[3:2] = 2'b01;
	else if (PWDATA[1:0] == 2'b11)
		LED[3:2] = 2'b11;
	else
		LED[3:2] = 2'b00;
end
end
motors_driver d1(.clock(PCLK), .reset(PRESERN), .dirX(DIRX), .dirY(DIRY), .pulseX(pulseX), .pulseY(pulseY), .motionstateY(motionstateY));
endmodule
module motors_driver(clock, reset, dirX, dirY, pulseX, pulseY,motionstateY);
input clock, reset;
input [1:0] dirX, dirY;
wire [1:0] dirXtest;
assign dirXtest = dirX;
parameter STOP = 2'b00;
parameter ACCEL = 2'b01;
parameter RUN = 2'b10;
parameter DECEL = 2'b11;
output reg[3:0] pulseX;
output reg [3:0] pulseY;
reg pulseEnX;
reg pulseEnY;
reg pulseClkX;
reg pulseClkY;
reg [1:0] motionstateX = STOP;
output reg [1:0] motionstateY = STOP;
reg [1:0] nextmotionstateX, nextmotionstateY;
reg [1:0] prevdirX, prevdirY;
reg [25:0] speedX = 17'b11000011010100000;
reg [25:0] speedY = 17'b11000011010100000;
parameter OFF = 3'b000;			 
parameter STEP1 = 3'b001;		 
parameter STEP2 = 3'b010;		 
parameter STEP3 = 3'b011;		 
parameter STEP4 = 3'b100;		 
reg [28:0] countX, countY;
always @(posedge clock)
begin
	if(countX >= speedX) begin
		pulseClkX <= ~pulseClkX;
		countX <= 0;
	end
	else begin
		countX <= countX + 2;
	end		
end
always @(posedge clock)
begin
	if(countY >= speedY) begin
		pulseClkY <= ~pulseClkY;
		countY <= 0;
	end
	else begin
		countY <= countY + 2;
	end
end
reg [2:0] stateX;
reg [2:0] stateY;
reg [2:0] nextstateX, nextstateY;
always@ *
begin
	case (stateX)
	OFF:	begin
			nextstateX = STEP1;
			end
	STEP1: 	begin
			if(dirX == 2'b10 || ((dirX == 2'b01 || dirX == 2'b00) && motionstateX == DECEL)) begin
			nextstateX = STEP2;
			end
			if(dirX == 2'b01 || ((dirX == 2'b10 || dirX == 2'b00) && motionstateX == DECEL)) begin
			nextstateX = STEP4;
			end
		end
	STEP2: 	begin
			if(dirX == 2'b10 || ((dirX == 2'b01 || dirX == 2'b00) && motionstateX == DECEL)) begin
			nextstateX = STEP3;
			end
			if(dirX == 2'b01 || ((dirX == 2'b10 || dirX == 2'b00) && motionstateX == DECEL)) begin
			nextstateX = STEP1;
			end
		end
	STEP3: 	begin
			if(dirX == 2'b10 || ((dirX == 2'b01 || dirX == 2'b00) && motionstateX == DECEL)) begin
			nextstateX = STEP4;
			end
			if(dirX == 2'b01 || ((dirX == 2'b10 || dirX == 2'b00) && motionstateX == DECEL))begin
			nextstateX = STEP2;
			end
		end
	STEP4: 	begin
			if(dirX == 2'b10 || ((dirX == 2'b01 || dirX == 2'b00) && motionstateX == DECEL)) begin
			nextstateX = STEP1;
			end
			if(dirX == 2'b01 || ((dirX == 2'b10 || dirX == 2'b00) && motionstateX == DECEL)) begin
			nextstateX = STEP3;
			end
		end
	default: nextstateX = OFF;
	endcase
	case (stateY)
	OFF:	begin
			nextstateY = STEP1;
			end
	STEP1: 	begin
			if(dirY == 2'b10 || ((dirY == 2'b01 || dirY == 2'b00) && motionstateY == DECEL)) begin
			nextstateY = STEP2;
			end
			if(dirY == 2'b01 || ((dirY == 2'b10 || dirY == 2'b00) && motionstateY == DECEL)) begin
			nextstateY = STEP4;
			end
		end
	STEP2: 	begin
			if(dirY == 2'b10 || ((dirY == 2'b01 || dirY == 2'b00) && motionstateY == DECEL)) begin
			nextstateY = STEP3;
			end
			if(dirY == 2'b01 || ((dirY == 2'b10 || dirY == 2'b00) && motionstateY == DECEL)) begin
			nextstateY = STEP1;
			end
		end
	STEP3: 	begin
			if(dirY == 2'b10 || ((dirY == 2'b01 || dirY == 2'b00) && motionstateY == DECEL)) begin
			nextstateY = STEP4;
			end
			if(dirY == 2'b01 || ((dirY == 2'b10 || dirY == 2'b00) && motionstateY == DECEL)) begin
			nextstateY = STEP2;
			end
		end
	STEP4: 	begin
			if(dirY == 2'b10 || ((dirY == 2'b01 || dirY == 2'b00) && motionstateY == DECEL)) begin
			nextstateY = STEP1;
			end
			if(dirY == 2'b01 || ((dirY == 2'b10 || dirY == 2'b00) && motionstateY == DECEL)) begin
			nextstateY = STEP3;
			end
		end
	default: nextstateY = OFF;
	endcase
end
always@ (posedge pulseClkX)
begin
	if(~pulseEnX) begin			 
		stateX <= OFF;
	end
	else begin
		stateX <= nextstateX;
	end
end
always@ (posedge pulseClkY)
begin
	if(~pulseEnY) begin			 
		stateY <= OFF;
	end
	else begin
		stateY <= nextstateY;
	end
end
always@ *
begin
	case(stateX)
	OFF: 	begin
			pulseX = 4'b0000;
			end
	STEP1:	begin
			pulseX = 4'b1001;
			end
	STEP2:	begin
			pulseX = 4'b0101;
			end
	STEP3:	begin
			pulseX = 4'b0110;
			end
	STEP4:	begin
			pulseX = 4'b1010;
			end
	endcase
	case(stateY)
	OFF: 	begin
			pulseY = 4'b0000;
			end
	STEP1:	begin
			pulseY = 4'b1001;
			end
	STEP2:	begin
			pulseY = 4'b0101;
			end
	STEP3:	begin
			pulseY = 4'b0110;
			end
	STEP4:	begin
			pulseY = 4'b1010;
			end
	endcase
end
always @*
begin
	case(motionstateX)
	STOP:	if(dirX == 2'b10 || dirX == 2'b01) begin
				nextmotionstateX = ACCEL;
			end
			else begin
				nextmotionstateX = STOP;
			end
	ACCEL:	if(speedX <= 15'b101110111000000 ) begin
				nextmotionstateX = RUN;
			end
			else if(prevdirX != dirX) begin
				nextmotionstateX = DECEL;
			end
			else begin
				nextmotionstateX = ACCEL;
			end
	RUN:	if(prevdirX != dirX) begin
				nextmotionstateX = DECEL;
			end
			else begin
				nextmotionstateX = RUN;
			end
	DECEL:	if((speedX >= 17'b11000011010100000) ) begin
				nextmotionstateX = STOP;
			end
			else begin
				nextmotionstateX = DECEL;
			end
	default: nextmotionstateX = STOP;
	endcase
	case(motionstateY)
	STOP:	if(dirY == 2'b10 || dirY == 2'b01) begin
				nextmotionstateY = ACCEL;
			end
			else begin
				nextmotionstateY = STOP;
			end
	ACCEL:	if(speedY <= 16'b1000010011010000) begin
				nextmotionstateY = RUN;
			end
			else if(prevdirY != dirY) begin
				nextmotionstateY = DECEL;
			end
			else begin
				nextmotionstateY = ACCEL;
			end
	RUN:	if(prevdirY != dirY) begin
				nextmotionstateY = DECEL;
			end
			else begin
				nextmotionstateY = RUN;
			end
	DECEL:	if((speedY >= 17'b11000011010100000) ) begin
				nextmotionstateY = STOP;
			end
			else begin
				nextmotionstateY = DECEL;
			end
	default: nextmotionstateY = STOP;
	endcase
end
always @(posedge pulseClkX)
begin
	if(~reset) begin
		motionstateX <= STOP;
	end
	else begin
		motionstateX <= nextmotionstateX;
	end
	case(motionstateX)
	STOP: 	speedX <= 17'b11000011010100000;
	ACCEL: 	speedX <= speedX - 9'b111110100;
	DECEL: 	speedX <= speedX + 9'b111110100;
	RUN:	speedX <= 15'b101110111000000;
	endcase
	prevdirX <= dirX;
end
always @(posedge pulseClkY)
begin
	if(~reset) begin
		motionstateY <= STOP;
	end
	else begin
		motionstateY <= nextmotionstateY;
	end
	case(motionstateY)
	STOP: 	speedY <= 17'b11000011010100000;
	ACCEL: 	speedY <= speedY - 8'b11111010;
	DECEL: 	speedY <= speedY + 8'b11111010;
	RUN:	speedY <= 16'b1000010011010000;
	endcase
	prevdirY <= dirY;
end
always @ (posedge clock)
begin
	case(motionstateX)
	STOP:	begin
			pulseEnX <= 0;
			end
	ACCEL:	begin
			pulseEnX <= 1;
			end
	RUN:	begin
			pulseEnX <= 1;
			end
	DECEL:	begin
			pulseEnX <= 1;
			end
	endcase
	case(motionstateY)
	STOP:	begin
			pulseEnY <= 0;
			end
	ACCEL:	begin
			pulseEnY <= 1;
			end
	RUN:	begin
			pulseEnY <= 1;
			end
	DECEL:	begin
			pulseEnY <= 1;
			end
	endcase
end
endmodule
==> results.sh <==
# flow metrics
export IMPL_endpoints_left_unconstrained=89
export IMPL_cts_hold_repair_buffers=0
export IMPL_timing_critical_path_cells="clkdlybuf4s50_1"
export IMPL_cp_slowest_stage_delay_ns=0.45
export IMPL_worst_slew_pin_transition_ns=0.800
export IMPL_path_delay_family="buffers and inverters"
export IMPL_endpoint_required_time_on_the_critical_path_ns=5.68
export IMPL_route_antenna_remaining_nets=0
export IMPL_dp_slack_ns=4.23
export IMPL_n_antenna_cell=0
export IMPL_maximum_count_of_clock_buffers_along_a_single_path=2
export IMPL_grt_total_usage=0.203
export IMPL_setup_slack_ns=4.58
export IMPL_drive_gt1_frac=0.0274
export IMPL_cpMaxStageDelayCell="sky130_fd_sc_hd__clkdlybuf4s50_1"
export IMPL_rsz0062_at_grt="no"
export IMPL_cp_num_buf_inv=1
export IMPL_final_setup_tns_ns=0
export IMPL_worst_setup_path_start_kind="flip-flop"
export IMPL_min_delay_path_class="flip-flop to flip-flop"
export IMPL_detailroute_via_count=7160
export IMPL_synth_largest_area_cell="sky130_fd_sc_hd__dfxtp_1"
export IMPL_fin_area_sq_mm=0.00968
export IMPL_ctsHtreeMaxLevel=3
export IMPL_timing_final_max_slew_violations=0
export IMPL_max_slew_margin_rel=0.466
export IMPL_synth_edff_count=10
export IMPL_timing_setup_critical_path_class="flip-flop to primary output"
export IMPL_vdd_drop_max_mv=0.0858
export IMPL_achievable_frequency_mhz=396
export IMPL_row_count=49
export IMPL_syn_area_per_cell_sq_um=8.07
export IMPL_global_route_overflow_total=0
export IMPL_finalPower_mw=1.12
export IMPL_status="complete, no violations"
export IMPL_synth_flop_count=145
export IMPL_top_area_frac=0.265
export IMPL_io_pins=117
export IMPL_setup_violations=0
export IMPL_placedInstanceArea_sq_mm=0.00938
export IMPL_port_buffers=22
export IMPL_detail_route_drc_violations=0
export IMPL_place_congestion=0.892
export IMPL_ys_chip_area_sq_mm=0.00913
export IMPL_path_max_fanout=1
export IMPL_total_length_of_routed_wires_mm=18.1
export IMPL_warning_count=86
export IMPL_synth_top_cells_by_area="sky130_fd_sc_hd__dfxtp_1, sky130_fd_sc_hd__ha_1, sky130_fd_sc_hd__nor2_1, sky130_fd_sc_hd__xnor2_1, sky130_fd_sc_hd__xor2_1"
export IMPL_synthCells=1132
export IMPL_final_hold_violation_count=0
export IMPL_clk_root_buffer_cell="sky130_fd_sc_hd__clkbuf_16"
export IMPL_cts_clk_slew_worst_paths_ns=0.05
export IMPL_detail_route_vias_per_cell=5.26
export IMPL_floorplan_core_util=0.510
export IMPL_fp_dieH_microns=137
export IMPL_power_density_mw_per_mm2=116
export IMPL_avgRoutedWirePerCell_microns=13.3
export IMPL_unclocked_pins=77
export IMPL_timing_reg2reg_setup_slack_ns=4.68
export IMPL_drt_first_iter_violations=277
export IMPL_synth_area_sq_mm=0.00913
export IMPL_cts_post_setup_buffers_inserted=0
export IMPL_clkLatencyLatePin_ns=0.32
export IMPL_die_x_microns=137
export IMPL_post_route_period_util=0.355
export IMPL_timing_max_cap_violations=0
export IMPL_flow_area_growth_from_synthesis_pct=6.07
export IMPL_ff2ff_path_depth=8
export IMPL_antenna_found_initial=0
export IMPL_die_area_sq_mm=0.0188
export IMPL_regToRegEndpoint="d1.pulseClkY"
export IMPL_grt_max_degree=34
export IMPL_yosys_warnings=34
export IMPL_dp_final_hpwl_mm=14.1
export IMPL_finClkSkew_ns=0.00474
export IMPL_timing_final_crit_period_ns=2.52
export IMPL_tritoncts="built"
export IMPL_whs_path_depth=1
export IMPL_post_cts_resized_instances=0
export IMPL_first_pass_iters=4
export IMPL_synth_distinct_cells=67
export IMPL_via_count_of_the_first_global_routing_pass=6387
export IMPL_async_reset_ff_frac=0
export IMPL_tritoncts_num_buffers=9
export IMPL_crit_arrival_ns=1.10
export IMPL_launching_point_of_the_worst_reg2reg_path="d1.countY[25]"
export IMPL_hold_start="d1.countX[1]"
export IMPL_global_route_wire_length_before_repair_mm=30.2
export IMPL_cellLeakagePower_nw=4.08
export IMPL_synthFlopType="sky130_fd_sc_hd__dfxtp_1"
export IMPL_cell_total_in_the_yosys_stat_output=1132
export IMPL_endpoint_kind="primary output"
export IMPL_whs_endpoint="d1.countX[1]"
export IMPL_fp_coreArea_sq_mm=0.0179
## through the flow
stage               utilization  cells  hold WS [ns]
global placement          0.524   1345         0.445
finish                    0.541   1361         0.462
global route              0.541   1361         0.506
detailed placement        0.524   1345         0.454
floorplan                     -   1168         0.430
CTS                       0.541   1361         0.466
## final cells by class
type / count / area (sq um)
Fill cell: 1692 / 8220
Multi-Input combinational cell: 870 / 5620
Sequential cell: 145 / 2930
Tap cell: 229 / 287
Inverter: 73 / 274
Timing Repair Buffer: 28 / 265
Clock buffer: 12 / 256
Clock inverter: 4 / 47.5
## worst reg2reg max path: stages (launching register included)
cell and delay, ns:
sky130_fd_sc_hd__dfxtp_1 0.33, sky130_fd_sc_hd__ha_1 0.30, sky130_fd_sc_hd__and3_1 0.16, sky130_fd_sc_hd__nand3_1 0.14
sky130_fd_sc_hd__nor4_1 0.49, sky130_fd_sc_hd__nand2_1 0.10, sky130_fd_sc_hd__a21oi_1 0.17, sky130_fd_sc_hd__or3_1 0.13
sky130_fd_sc_hd__buf_4 0.29
## routing by layer
layer	wire, microns	vias up	global-route usage
met5	0	-	0
met4	163	0	0.0177
met3	336	12	0.0185
met2	8530	60	0.342
met1	9100	3238	0.300
li1	-	3850	-
## how the worst max path moves through the flow
stage                    start  endpoint  slack (ns)  cells after the start
after CTS               LED[3]    LED[3]        4.56                      1
after global routing  PADDR[3]   DIRY[0]        4.47                      4
final                   LED[3]    LED[3]        4.58                      1
## where the power goes
group	internal (mW)	switching, mW	total (mW)
Combinational	0.0879	0.119	0.206
Sequential	0.448	0.0241	0.472
Clock	0.289	0.154	0.444
Total	0.825	0.297	1.12
## layout by cell type, fill, tap and decap left out, types with 11 or more instances in the layout
cell type                         count
sky130_fd_sc_hd__nor3_1              18
sky130_fd_sc_hd__clkdlybuf4s50_1     22
sky130_fd_sc_hd__o21a_1              11
sky130_fd_sc_hd__xnor2_1             49
sky130_fd_sc_hd__o21ai_0             56
sky130_fd_sc_hd__a21o_1              34
sky130_fd_sc_hd__xor2_1              45
sky130_fd_sc_hd__nand3_1             40
sky130_fd_sc_hd__a21oi_1             67
sky130_fd_sc_hd__nor2_1             143
sky130_fd_sc_hd__nand2b_1            12
sky130_fd_sc_hd__nand4_1             20
sky130_fd_sc_hd__ha_1                87
sky130_fd_sc_hd__and3_1              13
sky130_fd_sc_hd__nor2b_1             16
sky130_fd_sc_hd__inv_1               71
sky130_fd_sc_hd__nand2_1             74
sky130_fd_sc_hd__and2_1              18
sky130_fd_sc_hd__conb_1              38
sky130_fd_sc_hd__dfxtp_1            121
sky130_fd_sc_hd__dlxtn_1             14
## registers in the layout, summed over array words and instances, names as in the netlist
register and cells:
d1.nextstateX 3, d1.countY 28, LED 4, d1.prevdirY 2, d1.pulseEnX 1, d1.pulseClkX 1, d1.nextstateY 3, d1.stateX 3
DIRX 2, d1.motionstateX 2, DIRY 2, d1.motionstateY 2, d1.pulseClkY 1, d1.stateY 3, d1.pulseY 4, d1.pulseX 4
d1.pulseEnY 1, d1.prevdirX 2, d1.countX 28, d1.speedY 25, d1.speedX 24
## Yosys cell counts (all sizes together), types with 18 or more instances
cell type  number
nand3          40
nor2          143
buf            48
inv            72
nand2          74
nand4          20
xnor2          49
a21o           34
clkbuf         32
nor3           18
o21ai          62
a21oi          67
xor2           45
and2           18
ha             87
dfxtp         121
## cells by family (layout without fill, tap and decap cells)
group                    count (synthesis)  count (layout)  share of synthesized area
AND/OR/NAND/NOR                        389             389                      0.202
AND-OR/OR-AND                          251             251                      0.176
flip-flops                             131             131                      0.298
latches                                 14              14                     0.0230
buffers and inverters                  153             117                     0.0787
other                                    2              38                   0.000823
multiplexers                            11              11                     0.0122
XOR/XNOR                                94              94                     0.0902
adder cells (fa/ha/maj)                 87              87                      0.119
Power and IR drop assume default switching activity.
