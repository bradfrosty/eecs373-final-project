===== /design/flow/design.v =====
module stepperdrivertest2(clock, reset, dirX, dirY, pulseX, pulseY, dirXtest, pulseEnX, pulseClkX,motionstateX);
input clock, reset;
input [1:0] dirX, dirY;
output wire [1:0] dirXtest;
assign dirXtest = dirX;
parameter STOP = 2'b00;
parameter ACCEL = 2'b01;
parameter RUN = 2'b10;
parameter DECEL = 2'b11;
output reg[3:0] pulseX;
output reg [3:0] pulseY;
output reg pulseEnX;
reg pulseEnY;
output reg pulseClkX;
reg pulseClkY;
reg [25:0] speedX = 19'b1100001110100000001, speedY = 19'b1100001110100000001;
parameter OFF = 3'b000;			 
parameter STEP1 = 3'b001;		 
parameter STEP2 = 3'b010;		 
parameter STEP3 = 3'b011;		 
parameter STEP4 = 3'b100;		 
reg [28:0] countX, countY;
always @(posedge clock)
begin
	if(countX >= speedX) begin
		pulseClkX <= ~pulseClkX;
		countX <= 0;
	end
	else begin
		countX <= countX + 2;
	end		
end
always @(posedge clock)
begin
	if(countY >= speedY) begin
		pulseClkY <= ~pulseClkY;
		countY <= 0;
	end
	else begin
		countY <= countY + 2;
	end
end
reg [2:0] stateX;
reg [2:0] stateY;
reg [2:0] nextstateX, nextstateY;
always@ *
begin
	case (stateX)
	OFF:	begin
			nextstateX = STEP1;
			end
	STEP1: 	begin
			if(dirX == 2'b01) begin
			nextstateX = STEP2;
			end
			else begin
			nextstateX = STEP4;
			end
		end
	STEP2: 	begin
			if(dirX == 2'b01) begin
			nextstateX = STEP3;
			end
			else begin
			nextstateX = STEP1;
			end
		end
	STEP3: 	begin
			if(dirX == 2'b01) begin
			nextstateX = STEP4;
			end
			else begin
			nextstateX = STEP2;
			end
		end
	STEP4: 	begin
			if(dirX == 2'b01) begin
			nextstateX = STEP1;
			end
			else begin
			nextstateX = STEP3;
			end
		end
	default: nextstateX = OFF;
	endcase
	case (stateY)
	OFF:	begin
			nextstateY = STEP1;
			end
	STEP1: 	begin
			if(dirY == 2'b01) begin
			nextstateY = STEP2;
			end
			else begin
			nextstateY = STEP4;
			end
		end
	STEP2: 	begin
			if(dirY == 2'b01) begin
			nextstateY = STEP3;
			end
			else begin
			nextstateY = STEP1;
			end
		end
	STEP3: 	begin
			if(dirY == 2'b01) begin
			nextstateY = STEP4;
			end
			else begin
			nextstateY = STEP2;
			end
		end
	STEP4: 	begin
			if(dirY == 2'b01) begin
			nextstateY = STEP1;
			end
			else begin
			nextstateY = STEP3;
			end
		end
	default: nextstateY = OFF;
	endcase
end
always@ (posedge pulseClkX)
begin
	if(~pulseEnX) begin			 
		stateX <= OFF;
	end
	else begin
		stateX <= nextstateX;
	end
end
always@ (posedge pulseClkY)
begin
	if(~pulseEnY) begin			 
		stateY <= OFF;
	end
	else begin
		stateY <= nextstateY;
	end
end
always@ *
begin
	case(stateX)
	OFF: 	begin
			pulseX = 4'b000;
			end
	STEP1:	begin
			pulseX = 4'b1001;
			end
	STEP2:	begin
			pulseX = 4'b0101;
			end
	STEP3:	begin
			pulseX = 4'b0110;
			end
	STEP4:	begin
			pulseX = 4'b1010;
			end
	endcase
	case(stateY)
	OFF: 	begin
			pulseY = 4'b000;
			end
	STEP1:	begin
			pulseY = 4'b1001;
			end
	STEP2:	begin
			pulseY = 4'b0101;
			end
	STEP3:	begin
			pulseY = 4'b0110;
			end
	STEP4:	begin
			pulseY = 4'b1010;
			end
	endcase
end
output reg [1:0] motionstateX = STOP;
reg [1:0] motionstateY = STOP;
reg [1:0] nextmotionstateX, nextmotionstateY;
reg [1:0] prevdirX, prevdirY;
always @*
begin
	case(motionstateX)
	STOP:	if(dirX == 2'b01 || dirX == 2'b10) begin
				nextmotionstateX = ACCEL;
			end
			else begin
				nextmotionstateX = STOP;
			end
	ACCEL:	if(speedX <= 13'b1111111111110 * 3 ) begin
				nextmotionstateX = RUN;
			end
			else if(prevdirX != dirX) begin
				nextmotionstateX = DECEL;
			end
			else begin
				nextmotionstateX = ACCEL;
			end
	RUN:	if(prevdirX != dirX) begin
				nextmotionstateX = DECEL;
			end
			else begin
				nextmotionstateX = RUN;
			end
	DECEL:	if((speedX >= 19'b1100001110100000001) ) begin
				nextmotionstateX = STOP;
			end
			else begin
				nextmotionstateX = DECEL;
			end
	default: nextmotionstateX = STOP;
	endcase
	case(motionstateY)
	STOP:	if(dirY == 2'b01 || dirY == 2'b10) begin
				nextmotionstateY = ACCEL;
			end
			else begin
				nextmotionstateY = STOP;
			end
	ACCEL:	if(speedY <= 20'b11111111111111111111 + 1) begin
				nextmotionstateY = RUN;
			end
			else if(prevdirY != dirY) begin
				nextmotionstateY = DECEL;
			end
			else begin
				nextmotionstateY = ACCEL;
			end
	RUN:	if(prevdirY != dirY) begin
				nextmotionstateY = DECEL;
			end
			else begin
				nextmotionstateY = RUN;
			end
	DECEL:	if((speedY >= 19'b1100001110100000001) ) begin
				nextmotionstateY = STOP;
			end
			else begin
				nextmotionstateY = DECEL;
			end
	default: nextmotionstateY = STOP;
	endcase
end
always @(posedge pulseClkX)
begin
	if(~reset) begin
		motionstateX <= STOP;
	end
	else begin
		motionstateX <= nextmotionstateX;
	end
	case(motionstateX)
	STOP: 	speedX <= 19'b1100001110100000001;
	ACCEL: 	speedX <= speedX - 13'b1111111111110;
	DECEL: 	speedX <= speedX + 13'b1111111111110;
	RUN:	speedX <= 17'b10000101100000000;
	endcase
	prevdirX <= dirX;
end
always @(posedge pulseClkY)
begin
	if(~reset) begin
		motionstateY <= STOP;
	end
	else begin
		motionstateY <= nextmotionstateY;
	end
	case(motionstateY)
	STOP: 	speedY <= 19'b1100001110100000001;
	ACCEL: 	speedY <= speedY - 20'b11111111111111111111;
	DECEL: 	speedY <= speedY + 20'b11111111111111111111;
	RUN:	speedY <= 18'b100001011000111111;
	endcase
	prevdirY <= dirY;
end
always @ (posedge clock)
begin
	case(motionstateX)
	STOP:	begin
			pulseEnX <= 0;
			end
	ACCEL:	begin
			pulseEnX <= 1;
			end
	RUN:	begin
			pulseEnX <= 1;
			end
	DECEL:	begin
			pulseEnX <= 1;
			end
	endcase
	case(motionstateY)
	STOP:	begin
			pulseEnY <= 0;
			end
	ACCEL:	begin
			pulseEnY <= 1;
			end
	RUN:	begin
			pulseEnY <= 1;
			end
	DECEL:	begin
			pulseEnY <= 1;
			end
	endcase
end
endmodule

===== /design/flow/run.sh =====
#!/bin/bash
# OpenROAD 26Q1-2900-gdf79404cd8, Yosys 0.63+post, stock flow scripts
make -C /OpenROAD-flow-scripts/flow DESIGN_CONFIG=/design/flow/config.mk WORK_HOME=/design/flow/orfs finish

===== /design/flow/config.mk =====
export PLATFORM = sky130hd
export DESIGN_NAME = stepperdrivertest2
export DESIGN_NICKNAME = stepperdrivertest2
export VERILOG_FILES = /design/flow/design.v
export SDC_FILE = /design/flow/constraint.sdc
export NUM_CORES = 4
export LEC_CHECK = 1
export CORE_UTILIZATION = 30

===== /design/flow/constraint.sdc =====
current_design stepperdrivertest2

set clk_period 5.2
set clk_io_pct 0.2

create_clock -name clk0 -period $clk_period [get_ports {clock}]

set non_clock_inputs [all_inputs -no_clocks]
set_input_delay [expr $clk_period * $clk_io_pct] -clock clk0 $non_clock_inputs
set_output_delay [expr $clk_period * $clk_io_pct] -clock clk0 [all_outputs]

==> run_summary.xml <==
<?xml version="1.0" encoding="UTF-8"?>
<metrics>
  <group name="logic_synthesis">
    <metric name="post-synth-top-area-fraction" unit="%">27.59</metric>
    <metric name="number_of_synthesized_flops_with_an_enable_pin" unit="">3</metric>
    <metric name="fa_ha_area_share" unit="%">9.776</metric>
    <metric name="synthDominantAreaCellType" unit="">sky130_fd_sc_hd__dfxtp_1</metric>
    <metric name="post_synth_main_logic_family" unit="">simple AND/OR/NAND/NOR gates</metric>
    <metric name="synth.cellmix.simpleShare" unit="%">25.57</metric>
    <metric name="proportion_of_synthesized_area_in_mux_cells" unit="%">1.969</metric>
    <metric name="synth.lib_cells_used.distinct" unit="">78</metric>
    <metric name="synth-seq-cells" unit="">138</metric>
    <metric name="chip_area_estimate_from_yosys_synthesis" unit="µm²">9215</metric>
    <metric name="syn-instance-count" unit="">1169</metric>
    <metric name="synthXorXnorAreaFrac" unit="%">8.744</metric>
    <metric name="ys_cells" unit="">1169</metric>
    <metric name="syn_area" unit="µm²">9215</metric>
    <metric name="synth.top_cells.by_area" unit="">sky130_fd_sc_hd__dfxtp_1, sky130_fd_sc_hd__ha_1, sky130_fd_sc_hd__xnor2_1, sky130_fd_sc_hd__nand2_1, sky130_fd_sc_hd__nor2_1</metric>
    <metric name="ff_type" unit="">sky130_fd_sc_hd__dfxtp_1</metric>
    <metric name="syn-mean-instance-area" unit="µm²">7.883</metric>
    <metric name="ys_async_rst_share" unit="%">0</metric>
    <metric name="area_share_of_and_or_or_and_cells_after_synthesis" unit="%">17.75</metric>
    <metric name="yosys_warnings" unit="">1</metric>
  </group>
  <group name="finish">
    <metric name="areaGrowthSynthToFinish" unit="%">9.110</metric>
    <metric name="layout.cells.most_common_list" unit="">sky130_fd_sc_hd__dfxtp_1, sky130_fd_sc_hd__nand2_1, sky130_fd_sc_hd__nor2_1, sky130_fd_sc_hd__ha_1, sky130_fd_sc_hd__inv_1</metric>
    <metric name="final_common_cell" unit="">sky130_fd_sc_hd__dfxtp_1</metric>
    <metric name="post_layout_nonfiller_instances" unit="">1537</metric>
    <metric name="finalCoreUtilization" unit="%">33.57</metric>
    <metric name="layout-drive-gt1-share" unit="%">5.144</metric>
    <metric name="design_area" unit="µm²">10050</metric>
  </group>
  <group name="global_routing">
    <metric name="grt_busiest_layer" unit="">met1</metric>
    <metric name="groute.layer.met1.usage" unit="%">23.29</metric>
    <metric name="grt_start_max_net_pins" unit="">38</metric>
    <metric name="grt.met3_usage" unit="%">1.599</metric>
    <metric name="number_of_antenna_violations_at_the_first_check_in_global_routing" unit="">0</metric>
    <metric name="gr-usage-met2" unit="%">22.05</metric>
    <metric name="total_global_route_track_usage" unit="%">14.63</metric>
    <metric name="global_route.overflow_total" unit="">0</metric>
    <metric name="global_route_wire_length_before_repair" unit="µm">37170</metric>
    <metric name="grt_pass1_vias" unit="">7294</metric>
  </group>
  <group name="setup_path">
    <metric name="highest_net_fanout_along_the_worst_path" unit="">4</metric>
    <metric name="critical-path-max-stage-delay" unit="ns">0.53</metric>
    <metric name="path_class" unit="">in2out</metric>
    <metric name="worst_setup_path_start_kind" unit="">input port</metric>
    <metric name="crit_buf_inv" unit="">2</metric>
    <metric name="timing.critical_path.cells" unit="">clkdlybuf4s50_1, clkdlybuf4s50_1</metric>
    <metric name="path_common_cell" unit="">sky130_fd_sc_hd__clkdlybuf4s50_1</metric>
    <metric name="cp_max_stage_cell" unit="">sky130_fd_sc_hd__clkdlybuf4s50_1</metric>
    <metric name="required" unit="ns">4.16</metric>
    <metric name="cp_top_family" unit="">buffers and inverters</metric>
    <metric name="cp.arrival" unit="ns">2.06</metric>
    <metric name="end_kind" unit="">output pin</metric>
  </group>
  <group name="pwr">
    <metric name="p_sw_share" unit="%">26.37</metric>
    <metric name="total_switching_power" unit="W">0.0004026</metric>
    <metric name="fraction_of_power_consumed_by_sequential_logic" unit="%">37.7</metric>
    <metric name="intPower" unit="W">0.001124</metric>
    <metric name="power_frac_comb" unit="%">17.1</metric>
    <metric name="vdd_ir_drop_max" unit="mV">0.1371</metric>
    <metric name="p_leak" unit="nW">4.074</metric>
    <metric name="power_density" unit="nW/µm²">151.9</metric>
    <metric name="power" unit="W">0.001527</metric>
    <metric name="share_clk_of_total_power" unit="%">45.3</metric>
  </group>
  <group name="clock_tree">
    <metric name="worstSkewPairLatency" unit="ns">0.33</metric>
    <metric name="cts.clk_slew.worst_paths" unit="ns">0.05</metric>
    <metric name="cts_buffers" unit="">9</metric>
    <metric name="post_cts_resize_count" unit="">0</metric>
    <metric name="tritoncts" unit="">yes</metric>
    <metric name="ctsHtreeMaxLevel" unit="">3</metric>
    <metric name="holdBufCountCts" unit="">0</metric>
    <metric name="ctsLongestPathBuffers" unit="">2</metric>
    <metric name="cts-root-buf" unit="">sky130_fd_sc_hd__clkbuf_16</metric>
    <metric name="cts_post_setup_buffers_inserted" unit="">0</metric>
  </group>
  <group name="routing">
    <metric name="detail_route.wirelength" unit="µm">22030</metric>
    <metric name="avgViaCountPerCell" unit="">5.223</metric>
    <metric name="post_drt_wl_per_cell" unit="µm">14.34</metric>
    <metric name="route.vias.total" unit="">8027</metric>
    <metric name="drcViolationCount" unit="">0</metric>
    <metric name="diodes" unit="">0</metric>
    <metric name="drtPass1Iterations" unit="">5</metric>
    <metric name="antenna_violating_nets_post_route" unit="">0</metric>
    <metric name="drtIter0Drc" unit="">502</metric>
  </group>
  <group name="floorplan">
    <metric name="dieWidth" unit="µm">177.3</metric>
    <metric name="die-area" unit="µm²">31420</metric>
    <metric name="fp_util" unit="%">30.76</metric>
    <metric name="top_level_ports" unit="">20</metric>
    <metric name="coreArea" unit="µm²">29950</metric>
    <metric name="num_rows" unit="">63</metric>
    <metric name="floorplan.die.height" unit="µm">177.3</metric>
  </group>
  <group name="placement">
    <metric name="placedCellCount" unit="">1521</metric>
    <metric name="routabilityCongestion" unit="">0.9047</metric>
    <metric name="number_of_input_and_output_port_buffers_inserted" unit="">19</metric>
    <metric name="dp_hpwl" unit="µm">16410</metric>
    <metric name="area_after_detailed_placement" unit="µm²">9699</metric>
  </group>
  <group name="job">
    <metric name="max_cap_viol_count" unit="">0</metric>
    <metric name="stage_log_warnings" unit="">25</metric>
  </group>
  <group name="timing">
    <metric name="maxSlewViolCount" unit="">0</metric>
    <metric name="untimed_endpoints" unit="">91</metric>
    <metric name="timing.slew.headroom" unit="%">45.18</metric>
    <metric name="grt_setup_unrepaired" unit="">no</metric>
    <metric name="timing.fmax" unit="GHz">0.3231</metric>
    <metric name="unclocked_pins" unit="">78</metric>
    <metric name="finalWorstPathRequiredPeriod" unit="ns">3.095</metric>
    <metric name="hold_viol_final" unit="">0</metric>
    <metric name="skew" unit="ns">0.006281</metric>
    <metric name="number_of_endpoints_failing_setup_at_the_final_stage" unit="">0</metric>
    <metric name="timing.final.crit_share" unit="%">59.52</metric>
    <metric name="worstMarginPinSlew" unit="ns">0.8213</metric>
    <metric name="final.setup.tns" unit="ns">0</metric>
  </group>
  <group name="outcome">
    <metric name="run_status" unit="">finished clean</metric>
  </group>
  <group name="hold_path">
    <metric name="hp-class" unit="">reg2reg</metric>
  </group>
</metrics>
[through the flow]
stage	setup WS (ns)	hold WS, ns
2_1_floorplan	2.943	0.4581
3_3_place_gp	2.108	0.5240
3_5_place_dp	2.102	0.5271
4_1_cts	2.088	0.5341
5_1_grt	2.050	0.5494
6_report	2.105	0.5289
[Yosys cell counts (8+ instances only)]
master,n
sky130_fd_sc_hd__dfxtp_1,127
sky130_fd_sc_hd__nand2_1,97
sky130_fd_sc_hd__nor2_1,94
sky130_fd_sc_hd__ha_1,72
sky130_fd_sc_hd__inv_1,71
sky130_fd_sc_hd__nor3_1,61
sky130_fd_sc_hd__a21oi_1,59
sky130_fd_sc_hd__xnor2_1,58
sky130_fd_sc_hd__clkbuf_1,51
sky130_fd_sc_hd__nand3_1,48
sky130_fd_sc_hd__o21ai_0,43
sky130_fd_sc_hd__nand4_1,39
sky130_fd_sc_hd__xor2_1,34
sky130_fd_sc_hd__a21o_1,23
sky130_fd_sc_hd__and3_1,22
sky130_fd_sc_hd__nor4_1,22
sky130_fd_sc_hd__mux2i_1,17
sky130_fd_sc_hd__or2_2,14
sky130_fd_sc_hd__or3_1,12
sky130_fd_sc_hd__a211oi_1,11
sky130_fd_sc_hd__and2_1,11
sky130_fd_sc_hd__buf_2,10
sky130_fd_sc_hd__a31oi_1,8
sky130_fd_sc_hd__and4_1,8
sky130_fd_sc_hd__dlxtn_1,8
sky130_fd_sc_hd__nor3b_1,8
sky130_fd_sc_hd__o21a_1,8
sky130_fd_sc_hd__o31ai_1,8
[cell type report]
cell class	instances	area, µm²
fill	3086	19900
multi-input combinational	889	5908
sequential	138	2753
tap	390	488.0
clock buffer	12	277.8
inverter	74	277.8
timing repair buffer	30	272.8
clock inverter	4	77.57
[routing by layer]
metal	share of wire (%)	wire, µm
met1	52	11370
met2	43	9416
met3	4.4	976
met4	1.2	269
met5	0	0
[logic make-up (layout without fill, tap and decap cells)]
group	Yosys count	count (layout)
AND-OR/OR-AND	239	239
XOR/XNOR	92	92
adder cells (fa/ha/maj)	72	72
buffers and inverters	145	120
flip-flops	130	130
latches	8	8
multiplexers	18	18
other	1	4
AND/OR/NAND/NOR	464	464
[power groups by stage]
stage | combinational, W | clock [W] | sequential [W]
4_1_cts | 0.000262 | 0.000706 | 0.000575
6_report | 0.000260 | 0.000691 | 0.000576
5_1_grt | 0.000295 | 0.000729 | 0.000580
[state kept, by name, summed over array words and instances, names as in the netlist, 2 cells and up]
name	cells
motionstateX	2
pulseX	4
prevdirY	2
prevdirX	2
speedX	26
speedY	26
countY	28
pulseY	4
motionstateY	2
stateX	5
countX	28
stateY	5
[path summary, 6_finish.rpt]
check,startpoint,end,slack [ns],cells past startpoint
max,dirX[0],dirXtest[0],2.10,2
min,countY[1],countY[1],0.53,1
max reg2reg,countX[21],pulseClkX,2.62,8
min reg2reg,countY[1],countY[1],0.53,1
Power is estimated from default activity; no workload was simulated.
